`./constraint.sdc`:
```
current_design packet_assembler

set clk_period 7.5
set clk_io_pct 0.2

create_clock -name clk0 -period $clk_period [get_ports {clk_pixel}]

set non_clock_inputs [all_inputs -no_clocks]
set_input_delay [expr $clk_period * $clk_io_pct] -clock clk0 $non_clock_inputs
set_output_delay [expr $clk_period * $clk_io_pct] -clock clk0 [all_outputs]
```
`./run.sh`:
```
#!/bin/bash
# OpenROAD 26Q1-2900-gdf79404cd8, Yosys 0.63+post, stock flow scripts
make -C /OpenROAD-flow-scripts/flow DESIGN_CONFIG=/design/flow/config.mk WORK_HOME=/design/flow/orfs finish
```
`./config.mk`:
```
export PLATFORM = sky130hd
export DESIGN_NAME = packet_assembler
export DESIGN_NICKNAME = packet_assembler
export VERILOG_FILES = /design/flow/design.v
export SDC_FILE = /design/flow/constraint.sdc
export NUM_CORES = 4
export LEC_CHECK = 1
export CORE_AREA = 10 10 163 163
export DIE_AREA = 0 0 173 173
```
`./design.v`:
```
module packet_assembler (
	clk_pixel,
	reset,
	data_island_period,
	header,
	sub,
	packet_data,
	counter
);
	input wire clk_pixel;
	input wire reset;
	input wire data_island_period;
	input wire [23:0] header;
	input wire [223:0] sub;
	output wire [8:0] packet_data;
	output reg [4:0] counter = 5'd0;
	always @(posedge clk_pixel)
		if (reset)
			counter <= 5'd0;
		else if (data_island_period)
			counter <= counter + 5'd1;
	wire [5:0] counter_t2 = {counter, 1'b0};
	wire [5:0] counter_t2_p1 = {counter, 1'b1};
	reg [39:0] parity = 40'h0000000000;
	wire [63:0] bch [3:0];
	assign bch[0] = {parity[0+:8], sub[0+:56]};
	assign bch[1] = {parity[8+:8], sub[56+:56]};
	assign bch[2] = {parity[16+:8], sub[112+:56]};
	assign bch[3] = {parity[24+:8], sub[168+:56]};
	wire [31:0] bch4 = {parity[32+:8], header};
	assign packet_data = {bch[3][counter_t2_p1], bch[2][counter_t2_p1], bch[1][counter_t2_p1], bch[0][counter_t2_p1], bch[3][counter_t2], bch[2][counter_t2], bch[1][counter_t2], bch[0][counter_t2], bch4[counter]};
	function automatic [7:0] next_ecc;
		input [7:0] ecc;
		input [7:0] next_bch_bit;
		next_ecc = (ecc >> 1) ^ (ecc[0] ^ next_bch_bit ? 8'b10000011 : 8'd0);
	endfunction
	wire [7:0] parity_next [4:0];
	wire [31:0] parity_next_next;
	genvar _gv_i_1;
	generate
		for (_gv_i_1 = 0; _gv_i_1 < 5; _gv_i_1 = _gv_i_1 + 1) begin : parity_calc
			localparam i = _gv_i_1;
			if (i == 4) begin : genblk1
				assign parity_next[i] = next_ecc(parity[i * 8+:8], header[counter]);
			end
			else begin : genblk1
				assign parity_next[i] = next_ecc(parity[i * 8+:8], sub[(i * 56) + counter_t2]);
				assign parity_next_next[i * 8+:8] = next_ecc(parity_next[i], sub[(i * 56) + counter_t2_p1]);
			end
		end
	endgenerate
	always @(posedge clk_pixel)
		if (reset)
			parity <= 40'h0000000000;
		else if (data_island_period) begin
			if (counter < 5'd28) begin
				parity[0+:32] <= parity_next_next;
				if (counter < 5'd24)
					parity[32+:8] <= parity_next[4];
			end
			else if (counter == 5'd31)
				parity <= 40'h0000000000;
		end
		else
			parity <= 40'h0000000000;
endmodule
```
==> results.json <==
{
  "worst_path_max_delay_cell": "mux4_1",
  "yosysMostFrequentCell": "mux2i_1",
  "ys.flop_type": "dfxtp_1",
  "warning_count": 25,
  "antenna_found_initial": 1,
  "power_density_nw_per_um2": 121,
  "finalHoldViolCount": 0,
  "totalWireLength_um": 20800,
  "fin_crit_ns": 5.28,
  "grt_pass1_wl_um": 31200,
  "yosysSeqAreaShare_pct": 19.6,
  "synthTopCellsByCount": "mux2i_1, dfxtp_1, nor2_1, mux4_2, a21oi_1",
  "post_drt_wl_per_cell_um": 20.5,
  "final_area_um2": 7570,
  "postRouteAntennaNets": 0,
  "core_area_um2": 22800,
  "port_buffers": 264,
  "routabilityCongestion": 0.884,
  "grt_pass1_vias": 4936,
  "drt-vias-per-instance": 4.68,
  "clock_skew_ns": 0.00631,
  "tightest_slew_ns": 0.761,
  "worst_ir_drop_vdd_mv": 0.0916,
  "dpl.cell_count": 1008,
  "drtIter0Drc": 223,
  "finalPower_uw": 914,
  "ys_warn_count": 1,
  "rsz0062_at_grt": "false",
  "cap_violations": 0,
  "cts_resized": 0,
  "synth_area_um2": 4610,
  "cts_setup_buffers": 0,
  "finalMaxSlewViolations": 0,
  "grt_start_max_net_pins": 45,
  "worstSetupPathType": "in2out",
  "die_h_um": 173,
  "yosysTopAreaCell": "dfxtp_1",
  "numCtsBuffers": 5,
  "syn_area_per_cell_um2": 9.95,
  "cts_max_path_buffers": 2,
  "worstSetupEndpointType": "output pin",
  "cts_tree": "built",
  "clock_latency_ns": 0.28,
  "edf_count": 0,
  "setup-tns-final_ns": 0,
  "num_io_pins": 265,
  "vias": 4762,
  "setup_violations": 0,
  "cts.sinks": 45,
  "cp_num_buf_inv": 2,
  "place_hpwl_um": 17100,
  "period_used_pct": 70.4,
  "row_count": 55,
  "drc": 0,
  "crit_fanout": 3,
  "nFillCells": 2337,
  "top_cell_area_share_pct": 19.6,
  "cpMostUsedCell": "clkdlybuf4s50_1",
  "p_leak_nw": 2.63,
  "track_usage_pct": 13.5,
  "synth_flops": 45,
  "clkTransAtPathRegs_ns": 0.07,
  "async_flop_share_pct": 0,
  "ys_area_um2": 4610,
  "critPathArrivalTime_ns": 3.78,
  "maxSlewHeadroom_pct": 49.2,
  "postSynthCellCount": 463,
  "fp_util_pct": 20.2,
  "gr-total-overflow": 0,
  "cts-root-buf": "clkbuf_16",
  "dpl_cell_area_um2": 7420,
  "final_core_utilization_pct": 33.2,
  "ys_cells": 463,
  "min_path_type": "reg2reg",
  "critPathMaxStageDelay_ns": 0.50,
  "top_cells_by_area": "dfxtp_1, mux4_2, mux2i_1",
  "dieArea_um2": 29900,
  "crit_required_ns": 6.00,
  "cts_hold_buffers": 0,
  "critPathTopFamily": "buffers and inverters",
  "drive_above_1_share_pct": 11.4,
  "outcome": "finished clean",
  "area_growth_pct": 64.4,
  "die_w_um": 173,
  "layout.cells.non_filler": 1017,
  "cp_cell_sequence": "clkdlybuf4s50_1 > mux4_1 > mux2_2 > o21ai_1 > o22ai_1 > o21bai_1 > clkdlybuf4s50_1",
  "cts_max_level": 2,
  "drt_pass1_iterations": 4,
  "ys_types": 53,
  "startpoint_type": "input port",
  "clock.fmax_ghz": 0.189
}
==> power by group <==
group | leakage (nW) | internal (mW) | switching, mW
Sequential | 0.368 | 0.257 | 0.0278
Clock | 0.0768 | 0.133 | 0.0920
Combinational | 2.18 | 0.259 | 0.145
Total | 2.63 | 0.649 | 0.265
==> cells by family (layout without fill, tap and decap cells) <==
group | count (synthesis) | count (layout) | share of synthesized area, %
AOI/OAI and AO/OA | 111 | 111 | 17.1
xor gates and xnor gates | 28 | 28 | 5.49
adders and majority gates | 2 | 2 | 0.543
buffers and inverters | 44 | 284 | 6.79
DFF | 45 | 45 | 19.6
muxes | 110 | 110 | 37.6
other | 0 | 1 | 0
and+or+nand+nor | 123 | 123 | 13.0
==> layout make-up <==
class / count / area, um2 / share of cell area, %
multi-input combinational: 374 / 3390 / 44.8
timing repair buffer: 274 / 2720 / 35.9
sequential: 45 / 910 / 12.0
tap: 313 / 392 / 5.17
clock buffer: 6 / 139 / 1.83
clock inverter: 2 / 13.8 / 0.182
inverter: 2 / 7.51 / 0.0991
antenna: 1 / 2.50 / 0.0330
==> cell usage in the layout (no fill, tap or decap), types with 16 or more instances in the layout <==
cell type,synthesis,layout
nor2_1,43,43
a22oi_1,21,21
clkdlybuf4s50_1,0,264
dfxtp_1,45,42
mux2i_1,56,56
a21oi_1,37,37
xnor2_1,16,16
nand2_1,28,28
mux4_2,39,39
and3_1,27,27
==> registers in the layout, summed over array words and instances (netlist names) <==
| name | cells |
|---|---|
| counter | 5 |
| parity | 40 |
==> path summary, 6_finish.rpt <==
path	from	end	cells after the start	slack [ns]
worst max-delay path	header[1]	packet_data[0]	7	2.22
worst min-delay path	parity[17]	parity[17]	2	0.47
worst max register to register	counter[1]	parity[25]	9	4.28
worst min register to register	parity[17]	parity[17]	2	0.47
==> worst reg2reg max path: cells and delay by family, from the launching register on <==
family	cells	cell delay [ns]
compound gates	3	0.61
flops	1	0.79
simple gates	2	0.35
xor+xnor	3	0.62
buf+inv	1	0.74
==> metal layers <==
layer	global-route usage (%)	vias up	share of wire, %
met3	4.20	6	8.3
met5	0	-	0
li1	-	2291	-
met1	18.2	2272	43
met2	21.9	193	48
met4	0.934	0	0.66
==> stage by stage <==
stage                     worst slack, ns  hold WS, ns
after detailed placement             2.17        0.470
after floorplan                      3.30        0.450
after CTS                            2.17        0.480
after global routing                 2.10        0.497
final                                2.22        0.474
after global placement               2.19        0.462
Power is estimated from default activity; no workload was simulated.
