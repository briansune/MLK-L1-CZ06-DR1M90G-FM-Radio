[flow/config.mk]
export PLATFORM = sky130hd
export DESIGN_NAME = top_del_m_0
export DESIGN_NICKNAME = top_del_m_0
export VERILOG_FILES = /design/flow/design.v
export SDC_FILE = /design/flow/constraint.sdc
export NUM_CORES = 4
export LEC_CHECK = 1
export CORE_UTILIZATION = 40
[flow/constraint.sdc]
current_design top_del_m_0

set clk_period 11.6
set clk_io_pct 0.2

create_clock -name clk0 -period $clk_period [get_ports {aclk}]

set non_clock_inputs [all_inputs -no_clocks]
set_input_delay [expr $clk_period * $clk_io_pct] -clock clk0 $non_clock_inputs
set_output_delay [expr $clk_period * $clk_io_pct] -clock clk0 [all_outputs]
[flow/design.v]
module del_m(
	input aclk,
	input aresetn,
	input 	[28 : 0]	tap_i,
	input 	[28 : 0]	tap_q,
	output	[15 : 0]	out_i,
	output	[15 : 0]	out_q
);
	wire	[15 : 0]	tap_i_w = tap_i[28:13];
	wire	[15 : 0]	tap_q_w = tap_q[28:13];
	reg signed		[15 : 0]	delay_i0;
	reg signed		[15 : 0]	delay_q0;
	reg signed		[15 : 0]	delay_i1;
	reg signed		[15 : 0]	delay_q1;
	always@(posedge aclk or negedge aresetn)begin
		if(!aresetn)begin
			delay_i0 <= 16'd0;
			delay_i1 <= 16'd0;
			delay_q0 <= 16'd0;
			delay_q1 <= 16'd0;
		end else begin
			delay_i0 <= tap_i_w;
			delay_i1 <= delay_i0;
			delay_q0 <= tap_q_w;
			delay_q1 <= -delay_q0;
		end
	end
	reg signed		[16 : 0]	s1;
	reg signed		[16 : 0]	s2;
	reg signed		[16 : 0]	s3;
	reg signed		[15 : 0]	d1;
	reg signed		[15 : 0]	d2;
	reg signed		[15 : 0]	d3;
	reg signed		[32 : 0]	m1;
	reg signed		[32 : 0]	m2;
	reg signed		[32 : 0]	m3;
	reg signed		[33 : 0]	s4;
	reg signed		[33 : 0]	s5;
	always@(posedge aclk or negedge aresetn)begin
		if(!aresetn)begin
			s1 <= 17'd0;
			s2 <= 17'd0;
			s3 <= 17'd0;
			d1 <= 16'd0;
			d2 <= 16'd0;
			d3 <= 16'd0;
		end else begin
			s1 <= $signed(delay_q0) + $signed(delay_i0);
			s2 <= $signed(delay_i1) - $signed(delay_q1);
			s3 <= $signed(delay_i1) + $signed(delay_q1);
			d1 <= delay_q0;
			d2 <= delay_i0;
			d3 <= delay_q1;
			m1 <= $signed(d3) * $signed(s1);
			m2 <= $signed(d1) * $signed(s2);
			m3 <= $signed(d2) * $signed(s3);
			s4 <= $signed(m1) - $signed(m3);
			s5 <= $signed(m1) + $signed(m2);
		end
	end
	assign out_i = s4[33:18];
	assign out_q = s5[33:18];
endmodule
module top_del_m_0 
(
    input             aclk ,
    input             aresetn ,
    input      [28:0] tap_i ,
    input      [28:0] tap_q ,
    output     [15:0] out_i ,
    output     [15:0] out_q
) ;
    del_m del_m (
        .aclk(aclk) ,
        .aresetn(aresetn) ,
        .tap_i(tap_i) ,
        .tap_q(tap_q) ,
        .out_i(out_i) ,
        .out_q(out_q)
    );
endmodule
[flow/run.sh]
#!/bin/bash
# OpenROAD 26Q1-2900-gdf79404cd8, Yosys 0.63+post, stock flow scripts
make -C /OpenROAD-flow-scripts/flow DESIGN_CONFIG=/design/flow/config.mk WORK_HOME=/design/flow/orfs finish
==> flow_metrics.env <==
# flow metrics
export IMPL_wl_um=100000
export IMPL_die_w_um=330
export IMPL_openroad_warnings=69
export IMPL_slew_viol_final=0
export IMPL_synth_top_flop_cell="dfrtp_1"
export IMPL_clock_latency_ns=0.56
export IMPL_drive_above_1_share_pct=3.35
export IMPL_ioPinCount=92
export IMPL_path_cells="nand2_1 -> inv_1 -> fa_1 -> fa_1 -> inv_1 -> fa_1 -> fa_1 -> inv_1 -> fa_1 -> inv_1 -> fa_1 -> inv_1 -> ha_1 -> and3_1 -> nand3_1 -> a21oi_1 -> o221ai_2 -> a21oi_1 -> nor4_1 -> a311oi_1"
export IMPL_ys_types=87
export IMPL_synthArstFlopShare_pct=52.5
export IMPL_ys_ff=276
export IMPL_path_buffers=5
export IMPL_cts_sinks=276
export IMPL_cp_required_ns=11.93
export IMPL_period_used_pct=62.6
export IMPL_grt_start_max_net_pins=105
export IMPL_worstMarginPinSlew_ns=0.931
export IMPL_synth_area_top_cells="fa_1, ha_1, edfxtp_1"
export IMPL_yosys_area_mm2=0.0431
export IMPL_edf_count=131
export IMPL_cts_setup_buffers=0
export IMPL_rsz0062_at_grt="no"
export IMPL_yosys_warnings=1
export IMPL_drt_iter0_markers=1258
export IMPL_end_kind="flip-flop"
export IMPL_antenna_found_initial=0
export IMPL_worst_path_max_delay_cell="fa_1"
export IMPL_dr_pass1_iters=5
export IMPL_crit_family="adder cells"
export IMPL_htreeDepth=2
export IMPL_path_class="reg2reg"
export IMPL_postSynthCellCount=4344
export IMPL_hold_class="reg2reg"
export IMPL_core_area_mm2=0.107
export IMPL_clockBufferDepth=3
export IMPL_globalplace_congestion=0.927
export IMPL_viasPerCell=4.93
export IMPL_grt_overflow=0
export IMPL_area_growth_pct=8.31
export IMPL_die_area_mm2=0.109
export IMPL_numCtsBuffers=35
export IMPL_setup_tns_ns=0
export IMPL_crit_path_max_fanout=17
export IMPL_cp_start_kind="flip-flop"
export IMPL_numPortBuffers=65
export IMPL_top_cell_area_share_pct=38.6
export IMPL_outcome="completed"
export IMPL_syn_cell_area_mm2=0.0431
export IMPL_drc=0
export IMPL_fin_crit_ns=7.26
export IMPL_arrival_ns=7.60
export IMPL_most_common_cell="inv_1"
export IMPL_grt_usage_pct=21.3
export IMPL_max_cap_violations=0
export IMPL_grt_pass1_wl_um=169000
export IMPL_top_area_cell="fa_1"
export IMPL_ant_nets=0
export IMPL_yosys_stat_cells=4344
export IMPL_clk_pin_slew_ns=0.06
export IMPL_cts_root_buf="clkbuf_16"
export IMPL_cts_tree="yes"
export IMPL_hold_worst_slack_ns=0.399
export IMPL_common_cells="inv_1, fa_1, nand2_1"
export IMPL_fp_util_pct=40.3
export IMPL_postSynthSeqShare_pct=17.5
export IMPL_fmax_ghz=0.138
export IMPL_n_antenna_cell=0
export IMPL_die_h_um=330
export IMPL_setup_viol=0
export IMPL_hold_viol=0
export IMPL_grt_pass1_vias=30800
export IMPL_relSlewSlack_pct=37.0
export IMPL_hpwl_um=80200
export IMPL_syn_avg_cell_area_um2=9.93
export IMPL_wl_per_cell_um=17.3
export IMPL_cts_resized=0
export IMPL_finClkSkew_ns=0.0222
export IMPL_row_count=120
export IMPL_ctsHoldBuffers=0
export IMPL_cpMostUsedCell="fa_1"
export IMPL_vias=28700
export IMPL_max_stage_delay_ns=0.89
metal layers:
metal	routed length [µm]	track usage [%]	share of wire [%]
met1	43900	31.7	44
met2	45000	31.7	45
met5	120	0.783	0.12
met3	9630	8.45	9.6
met4	1740	2.77	1.7
layout by cell type, fill, tap and decap left out, types with 19 or more instances in the layout:
cell type,instances
a21o_1,43
nand2_1,443
nor2_1,128
and2_1,396
clkbuf_16,37
buf_4,57
o21a_1,19
o21ai_0,68
nand3_1,33
a21oi_1,114
nand2b_1,39
nor3_1,41
edfxtp_1,131
dfrtp_1,145
fa_1,831
inv_1,1014
xnor2_1,138
xor2_1,38
ha_1,365
clkdlybuf4s50_1,64
registers in the layout, indices dropped and copies added (netlist names):
| name | flops |
|---|---|
| del_m.d1 | 15 |
| del_m.d3 | 16 |
| del_m.delay_i0 | 16 |
| del_m.delay_i1 | 16 |
| del_m.delay_q0 | 16 |
| del_m.delay_q1 | 16 |
| del_m.m1 | 33 |
| del_m.m2 | 33 |
| del_m.m3 | 33 |
| del_m.s1 | 17 |
| del_m.s2 | 17 |
| del_m.s3 | 16 |
| del_m.s4 | 16 |
| del_m.s5 | 16 |
cell families after synthesis:
family / after synthesis / synth area share, %
fa+ha+maj: 1196 / 49.1
simple gates: 1162 / 13.5
buf+inv: 1129 / 9.82
compound gates: 401 / 6.36
flops: 276 / 17.5
xor+xnor: 176 / 3.57
mux: 4 / 0.0957
final timing paths:
check                      slack, ns                        start  cells past startpoint                            to
max                             4.34        del_m.d3[1]$_DFF_PN0_                     20        del_m.m1[32]$_DFFE_PP_
min                             0.40  del_m.delay_i0[9]$_DFF_PN0_                      0   del_m.delay_i1[9]$_DFF_PN0_
max reg2reg                     4.34        del_m.d3[1]$_DFF_PN0_                     20        del_m.m1[32]$_DFFE_PP_
min reg2reg                     0.40  del_m.delay_i0[9]$_DFF_PN0_                      0   del_m.delay_i1[9]$_DFF_PN0_
max in group asynchronous       7.65                      aresetn                      4         del_m.s2[0]$_DFF_PN0_
min in group asynchronous       1.74                      aresetn                      1  del_m.delay_q0[15]$_DFF_PN0_
worst register-to-register path, cell delays in order, from the launching register on:
cell      delay (ns)
dfrtp_1         0.78
nand2_1         0.22
inv_1           0.17
fa_1            0.56
fa_1            0.90
inv_1           0.22
fa_1            0.46
fa_1            0.54
inv_1           0.05
fa_1            0.52
inv_1           0.05
fa_1            0.49
inv_1           0.05
ha_1            0.40
and3_1          0.23
nand3_1         0.09
a21oi_1         0.36
o221ai_2        0.21
a21oi_1         0.32
nor4_1          0.08
a311oi_1        0.35
cell type report:
type / count / area, µm²
inverter: 1014 / 3810
multi-input combinational: 2939 / 31300
fill: 10200 / 60300
clock buffer: 48 / 1020
tap: 1403 / 1760
sequential: 276 / 7560
clock inverter: 15 / 141
timing repair buffer: 123 / 1100
through the flow:
stage                     std cells  worst slack (ns)  utilization (%)  area (µm²)
final                          5818              4.34             43.7       46700
after global routing           5818              3.89             43.7       46700
after CTS                      5818              4.36             43.7       46700
after detailed placement       5755              4.42             42.6       45600
after global placement         5755              4.41             42.6       45600
after floorplan                4344              5.38                -       43100
